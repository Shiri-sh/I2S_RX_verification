[/design/flow/design.v]
module I2S_DECODER #(
    parameter DATA_WIDTH = 24
)(
    input  logic clk, rstn, en,
    input  logic ws_i, sd_i,
    output logic [DATA_WIDTH-1:0] left_word_o,
    output logic [DATA_WIDTH-1:0] right_word_o,
    output logic left_word_valid_o,
    output logic right_word_valid_o
);
    logic ws_dly;
    logic [$clog2(DATA_WIDTH+1)-1:0] bit_cnt;
    logic [DATA_WIDTH-1:0] shift_reg;
    always_ff @(posedge clk or negedge rstn) begin
        if (!rstn) begin
            ws_dly              <= 1'bx;
            bit_cnt             <= '0;
            shift_reg           <= '0;
            left_word_valid_o   <= 1'b0;
            right_word_valid_o  <= 1'b0;
        end
        else if (en) begin
            ws_dly             <= ws_i;
            left_word_valid_o  <= 1'b0;
            right_word_valid_o <= 1'b0;
           if (ws_i !== ws_dly)
                bit_cnt <= '0;
            else if (bit_cnt < DATA_WIDTH)
                bit_cnt <= bit_cnt + 1'b1;
            if (bit_cnt < DATA_WIDTH)
                shift_reg <= {shift_reg[DATA_WIDTH-2:0], sd_i};
            if (bit_cnt == DATA_WIDTH-1) begin
                if (ws_i == 1'b0) begin
                    left_word_o       <= {shift_reg[DATA_WIDTH-2:0], sd_i};
                    left_word_valid_o <= 1'b1;
                end
                else begin
                    right_word_o       <= {shift_reg[DATA_WIDTH-2:0], sd_i};
                    right_word_valid_o <= 1'b1;
                end
            end
        end
    end
endmodule
module I2R_RX #(
    parameter DATA_WIDTH = 24
)(
    input  logic rstn, clk, en,
    input  logic cfg_ch_single, cfg_ch_sel,
    input  logic ws_i, sd_i,
    input  logic tx_ready,
    output logic tx_valid,
    output logic tx_ch,
    output logic [DATA_WIDTH-1:0] tx_data
);
    localparam LEFT  = 1'b0;
    localparam RIGHT = 1'b1;
    logic [DATA_WIDTH-1:0] l_word, r_word;
    logic l_valid, r_valid;
    I2S_DECODER #(.DATA_WIDTH(DATA_WIDTH)) decoder_inst (
        .clk(clk),
        .rstn(rstn),
        .en(en),
        .ws_i(ws_i),
        .sd_i(sd_i),
        .left_word_o(l_word),
        .right_word_o(r_word),
        .left_word_valid_o(l_valid),
        .right_word_valid_o(r_valid)
    );
    logic [DATA_WIDTH-1:0] buf_data;
    logic buf_valid;
    logic buf_ch;
    always_ff @(posedge clk or negedge rstn) begin
        if (!rstn) begin
            tx_valid  <= 1'b0;
            tx_data   <= '0;
            tx_ch     <= 1'b0;
            buf_valid <= 1'b0;
            buf_data  <= '0;
            buf_ch    <= 1'b0;
        end
        else if (en) begin
            if (tx_valid && tx_ready) begin
                tx_valid  <= 1'b0;
                buf_valid <= 1'b0;  
            end
            if (!buf_valid) begin
                if (cfg_ch_single) begin
                    if (cfg_ch_sel == LEFT && l_valid) begin
                        buf_data  <= l_word;
                        buf_ch    <= LEFT;
                        buf_valid <= 1'b1;
                    end
                    else if (cfg_ch_sel == RIGHT && r_valid) begin
                        buf_data  <= r_word;
                        buf_ch    <= RIGHT;
                        buf_valid <= 1'b1;
                    end
                end
                else begin
                    if (l_valid) begin
                        buf_data  <= l_word;
                        buf_ch    <= LEFT;
                        buf_valid <= 1'b1;
                    end
                    else if (r_valid) begin
                        buf_data  <= r_word;
                        buf_ch    <= RIGHT;
                        buf_valid <= 1'b1;
                    end
                end
            end
           if (!tx_valid && buf_valid) begin
    tx_data  <= buf_data;
    tx_ch    <= buf_ch;
    tx_valid <= 1'b1;
end
else if (tx_valid && tx_ready) begin
    tx_valid  <= 1'b0;
    buf_valid <= 1'b0; 
end
        end
    end
endmodule
[/design/flow/run.sh]
#!/bin/bash
# OpenROAD 26Q1-2900-gdf79404cd8, Yosys 0.63+post, stock flow scripts
make -C /OpenROAD-flow-scripts/flow DESIGN_CONFIG=/design/flow/config.mk WORK_HOME=/design/flow/orfs finish
[/design/flow/config.mk]
export PLATFORM = sky130hd
export DESIGN_NAME = I2R_RX
export DESIGN_NICKNAME = I2R_RX
export VERILOG_FILES = /design/flow/design.v
export SDC_FILE = /design/flow/constraint.sdc
export NUM_CORES = 4
export LEC_CHECK = 1
export CORE_UTILIZATION = 30
[/design/flow/constraint.sdc]
current_design I2R_RX

set clk_period 10.7
set clk_io_pct 0.2

create_clock -name clk0 -period $clk_period [get_ports {clk}]

set non_clock_inputs [all_inputs -no_clocks]
set_input_delay [expr $clk_period * $clk_io_pct] -clock clk0 $non_clock_inputs
set_output_delay [expr $clk_period * $clk_io_pct] -clock clk0 [all_outputs]
==> run notes <==
Notes on the flow run.

- The area added between synthesis and finish is 23.1%, for reference.
- The commonest cells after synthesis are sky130_fd_sc_hd__mux2_2 (95), sky130_fd_sc_hd__dfrtp_1 (83), sky130_fd_sc_hd__edfxtp_1 (48), sky130_fd_sc_hd__buf_2 (7), sky130_fd_sc_hd__nand2_1 (5).
- The count of final setup violators is 0, for reference.
- Entering global routing, the biggest net connects 52 pins.
- The number of clock sinks came to roughly 130.
- The sum of internal, switching and leakage power is 1220 uW, for reference.
- The aggregate routed wire length is 7750 um, for reference.
- The first global-routing pass estimated 12,900 um of wire.
- Note, the detailed placer reported a final HPWL of 4460 um.
- The total placed instance area is 5540 sq um, for reference.
- The count of instantiated cells in the yosys netlist is 281, for reference.
- The routability congestion estimate from global placement is 0.717, for reference.
- Across all checked pins, the minimum headroom to the slew limit is 0.532.
- The largest stage delay on the critical path is approximately 0.65 ns, for reference.
- In the post-synthesis netlist, the cell with the most instances is sky130_fd_sc_hd__mux2_2.
- For this run, the detailed router's first-pass iteration total came to 4.
- sky130_fd_sc_hd__dfrtp_1 takes more of the synthesized area than any other cell.
- After clock tree synthesis, the repair step resized 0 gates.
- The critical path runs through a total of 5 cells.
- Setup slack on the worst reg-to-reg path comes out at 8.87 ns.
- For this run, the detailed router reports a per-instance via density of 4.29.
- The number of fill cells in the layout is 1,513, for reference.
- Counting cells, the worst reg-to-reg path comes to 5.
- The number of cells after detailed placement is around 530, for reference.
- In the CTS report, the clock slew at the register clock pins of the worst setup and hold paths is listed as 0.05 ns.
- The clock passes through at most 2 buffers.
- The total area inside the core boundary comes to 16,000 sq um.
- The layout report lists the multi-input gate area as 1370 sq um.
- The worst-skew pair later-pin latency is 0.40 ns, for reference.
- The number of pins exceeding their max-slew limit in the final report is 0, for reference.
- The number of register bits inferred by synthesis is ~130, for reference.
- The worst setup path is of the primary input to flop kind.
- The actual slew at the worst max-slew pin is approximately 0.7 ns, for reference.
- Summed over all cells, the static leakage comes to 0.00253 uW.
- The critical path's slowest stage uses the library cell sky130_fd_sc_hd__clkdlybuf4s50_1.
- Setup repair after global routing left no endpoint under its margin.
- The sort of element at the start of the critical path is a primary input, for reference.
- The timing report attributes the biggest portion of critical-path delay to buffers and inverters.
- The mean area per synthesized cell is 17.6 sq um, for reference.
- The number of design-rule violations left by the first detailed-router iteration is roughly 110, for reference.
- The initial core utilization is 0.310, for reference.
- The flow ran to the end, and the final reports show no timing, DRC or antenna violations.
- The hold buffer count at CTS is 0, for reference.
- The number of buffer cells added on primary ports is 33, for reference.
- Yosys mapped the design onto 32 distinct sky130hd cell types.
- The clock root buffer is sky130_fd_sc_hd__clkbuf_16, for reference.
- The share of synthesized registers carrying an async set or reset is 0.634, for reference.
- The clock tree from TritonCTS is built, for reference.
- The critical path starts at en.
- The TritonCTS buffer count is 17, for reference.
- OpenROAD emitted warnings numbering 25.
- Data arrives at the worst endpoint at 4.11 ns.
- The top-level port count is 34, for reference.
- Summing every instance area after synthesis gives 4950 sq um.
- In the synthesis report, Yosys lists the chip area as 4950 sq um.
- In this run the critical register-to-register path is captured at decoder_inst.left_word_o[2].
- The beginning of the worst hold path is decoder_inst.shift_reg[22], for reference.
- The analysis reports a worst IR drop on VDD of 0.116 mV.
- The total global routing track utilization is 0.102, for reference.
- Per the detail_route log, met2 wirelength is ~3600 um.
- The final cell count without fillers is 557, for reference.
- The critical path contains buffers and inverters numbering 3 combined.
- The post-detailed-route wirelength per cell is 13.9 um, for reference.
- Global routing finished with a remaining overflow of 0.
- The setup skew after layout is ~0.0055 ns, for reference.
- The sequential cell area in the final layout is approximately 3500 sq um, for reference.
- The post-synth count of flops with an enable pin is 48.
- The area enclosed by the die boundary is 17,000 sq um, for reference.
- For this run, the share of the core covered by cells in the final layout is 0.381.
- The worst path in the final design needs a cycle of approximately 3.8 ns, including I/O delays and setup.
- The max-cap violation count is 0, for reference.
- The power density over the cells is 199 nW/um^2, for reference.
- The worst reg2reg path startpoint is decoder_inst.bit_cnt[0], for reference.
- Detailed routing placed a total of approximately 440 um of wire on met3.
- The total non-filler cell area in the finished layout is a little over 6000 sq um, for reference.
- The number of global-route vias before repair is approximately 2,500, for reference.
- The critical path ends at buf_data[9].
- The overall via count from detail_route is 2,387, for reference.
- The share of synthesized area in the top cell type comes to 0.419.
- In this run the post-CTS setup repair buffer count came out at 0.
- The maximum level of the CTS H-tree is 4, for reference.
- The number of DRC violations after detailed routing is 0, for reference.
- The initial antenna violation count is 0, for reference.
- Per the final layout report, the fraction of cells sized above drive strength 1 comes to 0.396.
- For the final routed database, the setup TNS stands at 0 ns.
- By area the synthesized netlist is led by sky130_fd_sc_hd__dfrtp_1 (42%), sky130_fd_sc_hd__edfxtp_1 (29%), sky130_fd_sc_hd__mux2_2 (22%).
- The required time at the worst endpoint is listed as ~11 ns.
- The die is 131 um tall.
- Among all flip-flop cells after synthesis, the most frequent one is sky130_fd_sc_hd__dfrtp_1.
- The highest metal layer with signal wires is met4, for reference.
- The x dimension of the die is 131 um, for reference.
- For this run, the register share of the synthesized area comes to 0.710.
- The final cycle utilization of the critical path is 0.358, for reference.
- The largest fanout of any net on the critical path is 26, for reference.
- Per the post-synthesis report, the number of cells in the design is 281.
- The length of routed wiring on met1 is 3600 um, for reference.
- The type of the most critical hold path is flop to flop, for reference.
- The row count is about 46, for reference.
- The antenna diode count is 0, for reference.
- The final hold violation count is 0, for reference.
- The tally of nets with antenna violations remaining after routing is 0, for reference.
- Traced cell by cell, the critical path runs through clkdlybuf4s50_1, inv_1, a2111oi_4, buf_4, mux2_2.
- STA classifies the critical path endpoint as a flop.
- The Yosys step of the flow raised 2 warnings.
- For this run, the top clock speed supported by timing is 261 MHz.
==> area by class of cell <==
type	instances	share of cell area
clock inverter	11	0.0140
multi-input combinational	136	0.225
tap	216	0.0443
sequential	131	0.577
inverter	3	0.00185
timing repair buffer	39	0.0612
clock buffer	21	0.0772
==> worst reg2reg max path, stage by stage (launching register included) <==
cell                       delay (ns)
sky130_fd_sc_hd__dfrtp_1         0.39
sky130_fd_sc_hd__ha_1            0.20
sky130_fd_sc_hd__and3_1          0.19
sky130_fd_sc_hd__nand3b_1        0.13
sky130_fd_sc_hd__nor3b_2         0.19
sky130_fd_sc_hd__buf_4           0.37
==> routing by layer <==
metal,vias to the layer above,global-route usage
li1,1136,-
met1,1183,0.151
met2,58,0.155
met3,10,0.0369
met4,0,0.0162
met5,-,0
==> worst min-delay path by stage <==
stage,end,slack (ns),depth (start not counted)
after global routing,decoder_inst.right_word_o[23],0.50,0
after CTS,decoder_inst.left_word_o[23],0.46,0
final,decoder_inst.right_word_o[23],0.46,0
==> through the flow <==
step,hold WS [ns],setup slack (ns)
final,0.462,6.87
after global routing,0.498,6.77
after CTS,0.465,6.89
after detailed placement,0.453,6.48
after global placement,0.446,6.50
after floorplan,0.426,5.84
==> where the power goes <==
part	total [uW]	internal (uW)	leakage (uW)	switching, uW
combinational	64.7	40.2	0.000728	24.5
clock	529	334	0.000270	195
sequential	622	584	0.00154	37.5
total	1220	958	0.00253	257
==> kinds of logic (layout without fill, tap and decap cells) <==
| logic type | count (synthesis) | in the layout | share of synthesized area |
|---|---|---|---|
| buf+inv | 14 | 74 | 0.0154 |
| compound gates | 16 | 16 | 0.0258 |
| flops | 131 | 131 | 0.710 |
| fa+ha+maj | 1 | 1 | 0.00252 |
| xor+xnor | 1 | 1 | 0.00177 |
| simple gates | 20 | 20 | 0.0222 |
| mux | 98 | 98 | 0.222 |
==> layout by cell type (no fill, tap or decap), types with 3 or more instances in the layout <==
cell / count
sky130_fd_sc_hd__clkinv_2: 5
sky130_fd_sc_hd__edfxtp_1: 48
sky130_fd_sc_hd__o21ai_0: 4
sky130_fd_sc_hd__buf_4: 7
sky130_fd_sc_hd__and3_1: 3
sky130_fd_sc_hd__clkinvlp_4: 3
sky130_fd_sc_hd__dfrtp_1: 83
sky130_fd_sc_hd__nand2_1: 5
sky130_fd_sc_hd__clkdlybuf4s50_1: 32
sky130_fd_sc_hd__clkbuf_16: 17
sky130_fd_sc_hd__a21oi_1: 3
sky130_fd_sc_hd__mux2_2: 95
sky130_fd_sc_hd__inv_1: 3
sky130_fd_sc_hd__clkbuf_8: 3
Power is estimated from default activity; no workload was simulated.
